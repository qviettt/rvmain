==> ./design.v <==
module data_mem (dout, addr, clk, din, mem_we);
	input [31:0] addr, din;
	input [3:0] mem_we;
	input clk;
	output [31:0] dout;
	reg [31:0] mem [0:200]; 
  integer i;
  initial begin
    for (i = 0; i < 121; i = i + 1) begin
       mem[i] = 32'd0;
    end
  end
	always @(posedge clk) 
		begin
			mem[addr[11:2]][7:0] <= mem_we[0] ? din[7:0] : mem[addr[11:2]][7:0];
      		mem[addr[11:2]][15:8] <= mem_we[1] ? din[15:8] : mem[addr[11:2]][15:8];
      		mem[addr[11:2]][23:16] <= mem_we[2] ? din[23:16] : mem[addr[11:2]][23:16];
      		mem[addr[11:2]][31:24] <= mem_we[3] ? din[31:24] : mem[addr[11:2]][31:24];
	end
	assign dout = mem[addr[11:2]][31:0];    
endmodule
==> ./run.sh <==
#!/bin/bash
# OpenROAD 26Q1-2900-gdf79404cd8, Yosys 0.63+post, stock flow scripts
make -C /OpenROAD-flow-scripts/flow DESIGN_CONFIG=/design/flow/config.mk WORK_HOME=/design/flow/orfs finish
==> ./config.mk <==
export PLATFORM = sky130hd
export DESIGN_NAME = data_mem
export DESIGN_NICKNAME = data_mem
export VERILOG_FILES = /design/flow/design.v
export SDC_FILE = /design/flow/constraint.sdc
export NUM_CORES = 4
export LEC_CHECK = 1
export CORE_UTILIZATION = 30
export SYNTH_MEMORY_MAX_BITS = 65536
==> ./constraint.sdc <==
current_design data_mem

set clk_period 56.5
set clk_io_pct 0.2

create_clock -name clk0 -period $clk_period [get_ports {clk}]

set non_clock_inputs [all_inputs -no_clocks]
set_input_delay [expr $clk_period * $clk_io_pct] -clock clk0 $non_clock_inputs
set_output_delay [expr $clk_period * $clk_io_pct] -clock clk0 [all_outputs]
==> results.cfg <==
; yosys + openroad results
[timing]
period_used_pct = 52.3
final-setup-viol-count = 0
finalHoldViolations = 0
worstMarginPinSlew_ns = 1.09
final.setup.tns_ns = 0
min_period_ns = 29.56
rsz0062_at_grt = no
fmax_mhz = 33.8
timing.hold.ws_ns = 1.42
drv_slew = 0
slew_headroom_pct = 26.7
fin_skew_ns = 0.0520

[yosys]
yosysMostFrequentCell = edfxtp_1
synth_flops = 6432
async_flop_share_pct = 0
top_area_cell = edfxtp_1
ys_cells = 11282
area_leaders = edfxtp_1 79%, mux4_2 11%, mux2i_1 3.4%, a22oi_1 1.1%, clkbuf_1 0.55%
ys_area_sq_um = 245000
ys_seq_share_pct = 78.9
synth-main-ff-cell = edfxtp_1
synth_warnings = 1
synth.top_cells.by_count = 6,432 x edfxtp_1, 1,216 x mux4_2, 830 x mux2i_1
syn_inst = 11282
edf_count = 6432
postSynthAreaPerCell_sq_um = 21.7
yosysUniqueCellTypes = 45
synth.top_cell.area_share_pct = 78.9
synthesis.area_sq_um = 245000

[worst_setup_path]
path_cells = buf_16, buf_4, buf_4, buf_4, buf_4, buf_4, buf_4, mux4_2, a22oi_1, nand4_1, nor3_1, buf_4, a21oi_1, buf_4, clkdlybuf4s50_1
r2r_cells = 11
critPathArrivalTime_ns = 18.26
cp_common_cell = buf_4
crit_family = buffers and inverters
crit_slowest_cell = buf_4
slowest_delay_ns = 0.71
worst-path-stages = 15
crit_path_max_fanout = 77
critical_path_required_ns = 45.20
end_kind = output pin
path_class = in2out
critPathBufInv = 10
worstSetupStartpointType = primary input

[global_route]
grt_pass1_wl_mm = 934
grt_pass1_vias = 128741
grtUsageTotal_pct = 17.1
antenna_found_initial = 29
gr-total-overflow = 0
grt_max_degree = 93

[final_layout]
largest_reg_flops = 6432
syn2layout_area_growth_pct = 15.5
drive_above_1_share_pct = 24.1

[floorplanning]
dieWidth_microns = 905
die_h_microns = 905
row_count = 331
core_area_sq_um = 813000
die_area_sq_um = 820000
fp_util_pct = 30.1
io_pins = 101

[cts]
cts.path.max_buffers = 4
postCtsResizedCells = 0
cts_tree = built
cts_setup_buffers = 0
worstSkewPairLatency_ns = 1.11
hold_buffers = 0
cts_root_buf = clkbuf_16
numCtsBuffers = 640
htreeDepth = 6
cts_sinks = 6432
clkTransAtPathRegs_ns = 0.06

[drt]
postRouteAntennaNets = 0
wl_mm = 661
via_per_inst = 5.04
post-route-drc-count = 0
drt_iter0_markers = 8103
firstDrtPassIters = 5
vias = 117561
routedWlPerCell_microns = 28.3

[worst_hold_path]
holdPathStages = 6
hold_class = reg2reg

[flow_run]
cap_violations = 0
warning_count = 50

[placement]
hpwl_mm = 366
gp_congestion = 0.876
io_buffers = 76

[outcome]
outcome = finished clean

[power_and_ir_drop]
ir_drop_v = 0.0000374
p_leak_nw = 87.7
powerDensity_nw_per_um2 = 35.5
-- cell type report --
class / count / area (sq um)
diodes: 19 / 47.5
repair buffers: 718 / 5730
flip-flops and latches: 6432 / 193000
clock buffers: 819 / 16900
multi-input cells: 4174 / 50700
well taps: 10822 / 13500
inverters: 2 / 12.5
fillers: 73887 / 530000
clock inverters: 334 / 2720
-- worst paths after layout --
path                                from                     to  slack, ns
hold reg to reg   mem[200][27]$_DFFE_PP_  mem[39][27]$_DFFE_PP_       1.42
setup / recovery                 addr[2]               dout[21]      26.94
hold / removal    mem[200][27]$_DFFE_PP_  mem[39][27]$_DFFE_PP_       1.42
setup reg to reg  mem[135][11]$_DFFE_PP_  mem[20][11]$_DFFE_PP_      51.42
-- worst min-delay path, cell delays in order (launching register included) --
cell,delay [ns]
edfxtp_1,0.31
o21ai_0,0.06
nor2_1,0.08
nor4_1,0.06
a21oi_1,0.11
buf_4,0.22
mux2_8,0.38
-- routing by layer --
| metal | vias up | global-route usage [%] | share of wire [%] | wire, microns |
|---|---|---|---|---|
| met2 | 7869 | 25.0 | 46 | 302000 |
| met3 | 1055 | 15.6 | 20 | 132000 |
| li1 | 49070 | - | - | - |
| met4 | 42 | 5.52 | 4.2 | 27400 |
| met1 | 59525 | 17.3 | 30 | 198000 |
| met5 | - | 2.04 | 0.32 | 2080 |
-- cell families after synthesis --
logic type	count (synthesis)	synth area share, %
buffers and inverters	676	1.34
flip-flops	6432	78.9
multiplexers	2079	14.7
AND-OR/OR-AND	1125	3.26
AND/OR/NAND/NOR	970	1.78
-- power breakdown --
part	switching, mW	internal, mW	leakage (nW)
combinational	0.459	0.170	20.3
clock	1.78	2.24	9.55
sequential	0.00223	5.38	57.8
total	2.24	7.79	87.7
-- placed cells by master, fill, tap and decap left out, types with 10 or more instances in the layout --
master           count
o21ai_0            128
clkinv_1           155
inv_6               21
a21oi_1            192
a221oi_1           141
edfxtp_1          6432
mux4_2            1216
nor2_4             206
clkdlybuf4s50_1     70
nor2_1              38
a22oi_1            351
mux2i_1            830
inv_16              11
clkbuf_1           170
nand3_1            220
nand4_1             64
o22ai_1             32
a22o_1             129
clkinv_2            93
nor4_1              30
clkinv_8            13
nand2_2             22
nand2_1            286
a31oi_1             91
a2bb2oi_1           31
a221oi_2            18
nor3_1              59
buf_12              10
buf_4              633
diode_2             19
mux2_8              31
clkbuf_16          649
bufinv_16           26
-- stage by stage --
step | worst slack [ns] | area, sq um | std cells | utilization [%] | power [mW]
floorplan | 32.00 | 245000 | 11282 | - | 5.81
global placement | 26.71 | 263000 | 22148 | 32.4 | 6.10
detailed placement | 26.76 | 263000 | 22148 | 32.4 | 6.11
CTS | 26.72 | 283000 | 23301 | 34.8 | 10.1
global route | 26.46 | 283000 | 23307 | 34.8 | 10.3
finish | 26.94 | 283000 | 23320 | 34.8 | 10.0
Power and IR drop assume default switching activity.
