===== design/flow/run.sh =====
#!/bin/bash
# OpenROAD 26Q1-2900-gdf79404cd8, Yosys 0.63+post, stock flow scripts
make -C /OpenROAD-flow-scripts/flow DESIGN_CONFIG=/design/flow/config.mk WORK_HOME=/design/flow/orfs finish

===== design/flow/config.mk =====
export PLATFORM = sky130hd
export DESIGN_NAME = riscv_crypto_fu
export DESIGN_NICKNAME = riscv_crypto_fu
export VERILOG_FILES = /design/flow/design.v
export SDC_FILE = /design/flow/constraint.sdc
export NUM_CORES = 4
export LEC_CHECK = 1
export CORE_UTILIZATION = 30

===== design/flow/constraint.sdc =====
current_design riscv_crypto_fu

set clk_period 5.1
set clk_io_pct 0.2

create_clock -name clk0 -period $clk_period

set non_clock_inputs [all_inputs -no_clocks]
set_input_delay [expr $clk_period * $clk_io_pct] -clock clk0 $non_clock_inputs
set_output_delay [expr $clk_period * $clk_io_pct] -clock clk0 [all_outputs]

===== design/flow/design.v =====
module riscv_crypto_fu (rs1, rs2, instruction, rd);
input [31:0] rs1   ; 
input [31:0] rs2   ; 
input [19:0] instruction;
wire op_ssha256_sig0,op_ssha256_sig1,op_ssha256_sum0,op_ssha256_sum1; 
wire [1:0] imm;
output [31:0] rd;	
assign imm = instruction[19:18];
assign op_ssha256_sig0  = instruction[13];  
assign op_ssha256_sig1  = instruction[12];  
assign op_ssha256_sum0  = instruction[11];  
assign op_ssha256_sum1  = instruction[10];  
wire        ssha256_valid ;
wire [31:0] ssha256_rs1   ;
wire [31:0] ssha256_result;
assign ssha256_rs1   = ({32{ssha256_valid}} & rs1[32-1:0]);
assign ssha256_valid = op_ssha256_sig0 || op_ssha256_sig1 || op_ssha256_sum0 || op_ssha256_sum1 ;
    riscv_crypto_fu_ssha256 i_riscv_crypto_fu_ssha256(
        .rs1            (ssha256_rs1     ),  
        .op_ssha256_sig0(op_ssha256_sig0 ),  
        .op_ssha256_sig1(op_ssha256_sig1 ),  
        .op_ssha256_sum0(op_ssha256_sum0 ),  
        .op_ssha256_sum1(op_ssha256_sum1 ),  
        .rd             (ssha256_result  )   
    );
assign rd   = {32{ssha256_valid     }} & ssha256_result;
endmodule
module riscv_crypto_fu_ssha256 (rs1, op_ssha256_sig0, op_ssha256_sig1, op_ssha256_sum0, op_ssha256_sum1, rd);
input [31:0] rs1      ;
input op_ssha256_sig0 ;  
input op_ssha256_sig1 ;  
input op_ssha256_sum0 ;  
input op_ssha256_sum1 ;  
output [31:0] rd ;  
wire [31:0] ssha256_sig0, ssha256_sig1, ssha256_sum0, ssha256_sum1;
assign ssha256_sig0 = ((rs1 >> 7) | (rs1 << 32-7)) ^ ((rs1 >> 18) | (rs1 << 32-18)) ^ ((rs1 >> 3)              );
assign ssha256_sig1 = ((rs1 >> 17) | (rs1 << 32-17)) ^ ((rs1 >> 19) | (rs1 << 32-19)) ^ ((rs1 >> 10)              );
assign ssha256_sum0 = ((rs1 >> 2) | (rs1 << 32-2)) ^ ((rs1 >> 13) | (rs1 << 32-13)) ^ ((rs1 >> 22) | (rs1 << 32-22));
assign ssha256_sum1 = ((rs1 >> 6) | (rs1 << 32-6)) ^ ((rs1 >> 11) | (rs1 << 32-11)) ^ ((rs1 >> 25) | (rs1 << 32-25));
assign rd=
    {32{op_ssha256_sig0}} & ssha256_sig0    |
    {32{op_ssha256_sig1}} & ssha256_sig1    |
    {32{op_ssha256_sum0}} & ssha256_sum0    |
    {32{op_ssha256_sum1}} & ssha256_sum1    ;
endmodule

==> results.toml <==
# generated from flow reports
[final_timing]
setup_viol = 0
finalCritPeriodShare = 0.861
slew_headroom = 0.409
setup_tns_ns = 0
clock.fmax_mhz = 228
finalHoldViolCount = 0
tightest_slew_ns = 0.883
rsz0062_at_grt = "no"
finalMaxSlewViolations = 0
finalCriticalPeriod_ns = 4.39

[grt]
grt_usage = 0.201
antenna_found_initial = 0
grt_pass1_vias = 2632
overflow = 0
grt_max_degree = 25
grt_pass1_wl_mm = 16.5

[logic_synthesis]
synthCells = 287
netlist_area_um2 = 3280
syn_avg_cell_area_um2 = 11.4
yosys_warnings = 0
yosysSeqAreaShare = 0
ys_chip_area_um2 = 3280
ys_cells = 287
synth_cell_types = 14

[power]
power_leakage_uw = 0.00168
sw_frac_of_total = 0.379
switching_power_uw = 200
p_int_uw = 328
power_frac_clock = 0
seqPwrFrac = 0
pwr-share-comb = 1.000
powerDensity_nw_per_um2 = 136
ir_worst_vdd_mv = 0.0487

[route]
routedWlPerCell_um = 23.1
drc = 0
drtIter0Drc = 194
finalWirelength_mm = 10.6
drt_pre_antenna_iters = 4
diodes = 0
vias = 2438
viasPerCell = 5.31
ant_nets = 0

[cells_and_area]
n_clock_buffer = 0
layout_top_cells = "101 x xnor2_1, 68 x clkdlybuf4s50_1, 54 x xnor3_1, 32 x o22ai_1, 29 x a221o_1"
lay_top_count = "xnor2_1"
post-route-util = 0.370
nFillCells = 1049
drive_gt1_frac = 0.0898
syn_to_final_growth_pct = 18.0
logic_area_um2 = 2920
regArea_um2 = 0
postLayoutCellArea_um2 = 3870
ff_count = 0

[setup_path]
crit_end = "rd[9]"
crit_fanout = 12
cp_data_required_time_ns = 4.08
path_class = "in -> out"
endpoint_kind = "output port"
critPathArrivalTime_ns = 3.37
crit_path_start = "rs1[11]"
critPathLaunchType = "primary input"

[job]
warning_count = 80
cap_viol_max_count = 0

[floorplanning]
coreArea_um2 = 10500
io_pins = 116
chipArea_um2 = 11400
initial_core_util = 0.314
die_w_um = 107
num_rows = 37
die_y_um = 107

[placement]
portBuffers = 68
hpwlAfterDp_mm = 7.06
placed_area_um2 = 3870
globalplace.congestion = 0.833

[clock_tree]
cts_setup_buffers = 0
cts_hold_buf = 0
cts_resized = 0

[run_status]
status = "finished, final reports clean"

[min_path]
hp-class = "in -> out"
-- cell usage after synthesis --
library cell	number	area, µm²
xnor2_1	101	885
xnor3_1	54	1220
o22ai_1	32	200
a221o_1	29	290
buf_6	16	180
xnor2_2	16	260
buf_4	15	113
buf_2	6	30.0
clkbuf_1	6	22.5
inv_1	4	15.0
a211o_1	3	26.3
nor2_1	3	11.3
buf_1	1	3.75
xnor2_4	1	27.5
-- routing by layer --
| metal | GRT usage | vias up | wire [µm] |
|---|---|---|---|
| met2 | 0.327 | 161 | 5160 |
| met4 | 0.0186 | 0 | 18 |
| li1 | - | 1103 | - |
| met5 | 0 | - | 0 |
| met3 | 0.0546 | 2 | 1240 |
| met1 | 0.284 | 1172 | 4200 |
-- power by group through the flow --
stage         sequential (µW)  combinational (µW)  clock, µW
global route                0                 570          0
CTS                         0                 532          0
finish                      0                 528          0
-- final cells by class --
class	count	area share
Tap cell	136	0.0439
Timing Repair Buffer	80	0.199
Inverter	4	0.00388
Multi-Input combinational cell	239	0.753
-- through the flow --
step                      hold WS (ns)  worst slack [ns]  total power (µW)  cells
after floorplan                   2.29              2.24               364    287
after global placement            3.38             0.740               527    459
after detailed placement          3.37             0.717               528    459
after CTS                         3.39             0.716               532    459
after global routing              3.45             0.613               570    459
final                             3.39             0.709               528    459
-- cells by family after synthesis --
| kind of cell | count (synthesis) | synth area share |
|---|---|---|
| AOI/OAI and AO/OA | 64 | 0.158 |
| xor gates and xnor gates | 172 | 0.728 |
| buffers and inverters | 48 | 0.111 |
| and+or+nand+nor | 3 | 0.00343 |
-- critical path, cell delays in order --
cell and delay, ns:
clkdlybuf4s50_1 1.01, xnor3_1 0.54, o22ai_1 0.17, a221o_1 0.15, clkdlybuf4s50_1 0.47
-- how the worst min path moves through the flow --
stage,startpoint,to,slack [ns],cells after the start
final,instruction[13],rd[8],3.39,4
after global routing,instruction[13],rd[28],3.45,4
after CTS,instruction[13],rd[14],3.39,4
Power and IR drop assume default switching activity.
