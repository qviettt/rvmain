==> flow/design.v <==
module control_unit (
  imm_val, rs1, rs2, rd, mux_a_sel, mux_b_sel, alu_func, is_scalar_crypto, is_bitmanip, rd_sel, reg_we, pc_add_sel, pc_next_sel, 
  mem_we, sx_size, crypto_instruction, bitmanip_instruction, sysi_o, eq, a_lt_b, a_lt_ub, instruction, clk, rst, jal_sel, load_o
);
	input eq, a_lt_b, a_lt_ub;
    input [31:0] instruction;
    input clk, rst;
    output jal_sel;
    wire func7;
    wire [6:0] opcode;
    wire [2:0] func3;
    output [31:0] imm_val;
    output [4:0] rs1, rs2, rd;
    output is_scalar_crypto;
    output sysi_o;
    output load_o;
    wire fn3_0_o, fn3_1_o, fn3_2_o, fn3_3_o, fn3_4_o, fn3_5_o, fn3_6_o, fn3_7_o;
    wire lui_o, auipc_o, branch_o, store_o, imm_o, alu_o;
    wire eq_o, neq_o, lt_o, ltu_o, ge_o, geu_o;
    wire add_o, jal_o, jalr_o, sub_o, sll_o, slt_o, sltu_o, xor_o, srl_o, sra_o, or_o, and_o, alu_jalr_o;
    wire mem_byte, mem_half, mem_word, mem_byte_u, mem_half_u;
    wire reg_we_temp;
    wire scalar_crypto_op, scalar_crypto_op_imm, is_scalar_crypto_hash, is_scalar_crypto_block;
    wire scalar_crypto_sm3, scalar_crypto_sha256, scalar_crypto_sha512, scalar_crypto_sha512_high, scalar_crypto_sha512_low,
        scalar_crypto_aes, scalar_crypto_sm4;
    wire op_saes32_encs ,op_saes32_encsm,op_saes32_decs,op_saes32_decsm,
    op_ssha256_sig0,op_ssha256_sig1,op_ssha256_sum0,op_ssha256_sum1, 
    op_ssha512_sum0r, op_ssha512_sum1r ,op_ssha512_sig0l,op_ssha512_sig0h ,op_ssha512_sig1l,op_ssha512_sig1h ,
    op_ssm3_p0 ,op_ssm3_p1 , op_ssm4_ks ,op_ssm4_ed;
    wire op_clmul, op_clmulh, op_xperm_n, op_xperm_b, op_ror, op_rol, op_rori, op_andn, op_orn, op_xnor,
    op_pack, op_packu, op_packh, op_grevi, op_shfl, op_unshfl;
    output is_bitmanip;
    output [20:0] bitmanip_instruction;
	output [3:0] alu_func;
	output [2:0] sx_size;
	output [1:0] rd_sel;
	output mux_a_sel, mux_b_sel, pc_add_sel, reg_we, mem_we, pc_next_sel;
    output [19:0] crypto_instruction;
          assign rs1 = instruction[19:15];
    assign rs2 = instruction[24:20];
    assign rd = !rst ? 5'd0: 
                scalar_crypto_op & is_scalar_crypto_block ? rs1: instruction[11:7];
    assign func7 = instruction[30];
    assign func3 = instruction[14:12];
    assign opcode = instruction[6:0];
    imm_sx gen_imm(.imm_x(imm_val), .insn(instruction));
	parameter OPCODE_U_LUI 	= 7'b0110111,
     		OPCODE_U_AUIPC 	= 7'b0010111,
     		OPCODE_J_JAL 	= 7'b1101111,
     		OPCODE_I_JALR	= 7'b1100111,
     		OPCODE_B_BRANCH = 7'b1100011,
     		OPCODE_I_LOAD 	= 7'b0000011,
     		OPCODE_S_STORE 	= 7'b0100011,  
     		OPCODE_I_IMM 	= 7'b0010011,
     		OPCODE_R_ALU 	= 7'b0110011,
            OPCODE_I_SYSTEM = 7'b1110011,
            OPCODE_I_FENCE  = 7'b0001111;
    assign lui_o    = (opcode===OPCODE_U_LUI);
    assign auipc_o  = (opcode===OPCODE_U_AUIPC);
    assign jal_o    = (opcode===OPCODE_J_JAL);
    assign jalr_o   = (opcode===OPCODE_I_JALR);
    assign branch_o = (opcode===OPCODE_B_BRANCH);
    assign load_o   = (opcode===OPCODE_I_LOAD);
    assign store_o  = (opcode===OPCODE_S_STORE);
    assign imm_o    = (opcode===OPCODE_I_IMM);
    assign alu_o    = (opcode===OPCODE_R_ALU);
    assign sysi_o   = (opcode===OPCODE_I_SYSTEM) || (opcode===OPCODE_I_FENCE);
    assign fn3_0_o = func3 == 3'b000;  
    assign fn3_1_o = func3 == 3'b001;
    assign fn3_2_o = func3 == 3'b010;
    assign fn3_3_o = func3 == 3'b011;
    assign fn3_4_o = func3 == 3'b100;
    assign fn3_5_o = func3 == 3'b101;
    assign fn3_6_o = func3 == 3'b110;
    assign fn3_7_o = func3 == 3'b111;
    assign eq_o     = branch_o & fn3_0_o & eq ;
    assign neq_o    = branch_o & fn3_1_o & (!eq);
    assign lt_o     = branch_o & fn3_4_o & a_lt_b;
    assign ge_o     = branch_o & fn3_5_o & (!a_lt_b);
    assign ltu_o    = branch_o & fn3_6_o & a_lt_ub;
    assign geu_o    = branch_o & fn3_7_o & (!a_lt_ub);
    assign add_o    = jal_o|auipc_o|branch_o|load_o|store_o|(alu_o&fn3_0_o&!func7)|(imm_o&fn3_0_o);  
    assign sub_o    = (alu_o&fn3_0_o&func7);                             
    assign sll_o    = (alu_o&fn3_1_o)|(imm_o&fn3_1_o);                   
    assign slt_o    = (alu_o&fn3_2_o)|(imm_o&fn3_2_o);                   
    assign sltu_o   = (alu_o&fn3_3_o)|(imm_o&fn3_3_o);                   
    assign xor_o    = (alu_o&fn3_4_o)|(imm_o&fn3_4_o);                   
    assign srl_o    = (alu_o&fn3_5_o&!func7)|(imm_o&fn3_5_o&!func7);     
    assign sra_o    = (alu_o&fn3_5_o&func7)|(imm_o&fn3_5_o&func7);       
    assign or_o     = (alu_o&fn3_6_o)|(imm_o&fn3_6_o);                   
    assign and_o    = (alu_o&fn3_7_o)|(imm_o&fn3_7_o);                   
    assign alu_jalr_o = jalr_o;  
    assign jal_sel = jal_o | jalr_o;
    assign mem_byte = (load_o&fn3_0_o)|(store_o&fn3_0_o); 
    assign mem_half = (load_o&fn3_1_o)|(store_o&fn3_1_o);  
    assign mem_word = (load_o&fn3_2_o)|(store_o&fn3_2_o); 
    assign mem_byte_u = (load_o&fn3_4_o);  
    assign mem_half_u = (load_o&fn3_5_o); 
    parameter func_ADD  	= 4'b0000, 
		func_SUB 	= 4'b0001,  
		func_SLL 	= 4'b0010,
		func_SLT  	= 4'b0011,
		func_SLTU 	= 4'b0100,
		func_XOR 	= 4'b0101,
		func_SRL	= 4'b0110,
		func_SRA 	= 4'b0111,
		func_OR  	= 4'b1000,
		func_AND 	= 4'b1001,
		func_ADD_JALR =4'b1010;
    parameter bit8  = 3'b000,
        bit_u8  = 3'b001,
        bit16   = 3'b010,
        bit_u16 = 3'b011,
        bit32   = 3'b100;
    assign mux_a_sel = !rst ? 0 : 
                       (jal_o|lui_o|auipc_o) ? 1 : 0; 
    assign mux_b_sel = !rst ? 0 :
                       (lui_o|auipc_o|jal_o|jalr_o|load_o|store_o|imm_o)? 1 : 0; 
    assign pc_next_sel = !rst ? 0 :
                         (jalr_o) ? 1 : 0;
    assign pc_add_sel = !rst ? 0 :
                        (jal_o|eq_o|neq_o|lt_o|ltu_o|ge_o|geu_o)? 1 : 0;
    assign reg_we_temp = (!rst ? 0 :
                         lui_o|auipc_o|jal_o|jalr_o|alu_o|imm_o|load_o)? 1 : 0; 
    assign reg_we = !rst ? 0 :
                    reg_we_temp & |rd & rst;  
    assign mem_we = !rst ? 0 : store_o;
    assign rd_sel = !rst ? 0 :
                    (lui_o)         ? 2'b01 :
                    (jalr_o|jal_o)  ? 2'b10 : 
                    (load_o)        ? 2'b11 :  
                    2'b0;
assign sx_size = !rst ? 3'b0 : 
                 !(load_o | store_o) ? 3'b0:
                 mem_byte ? bit8 :   
                 mem_half ? bit16 :
                 mem_word ? bit32 :
                 mem_byte_u ? bit_u8 :   
                 mem_half_u ? bit_u16 :
                 3'b0;
    assign alu_func =   !rst        ? 4'b0 :
                        (add_o)     ? func_ADD :   
                        (sub_o)     ? func_SUB :
                        (sll_o)     ? func_SLL :
                        (slt_o)     ? func_SLT :   
                        (sltu_o)    ? func_SLTU :
                        (xor_o)     ? func_XOR :
                        (srl_o)     ? func_SRL :
                        (sra_o)     ? func_SRA :
                        (or_o)      ? func_OR :
                        (and_o)     ? func_AND :
                        (jalr_o)    ? func_ADD_JALR :
                        4'b0; 
    assign scalar_crypto_op_imm = !rst ? 0 : imm_o & fn3_1_o & instruction[28] & ~(|({instruction[31:29],instruction[27:25]}));
    assign scalar_crypto_op     = !rst ? 0 : alu_o & fn3_0_o & instruction[28] &  (|({instruction[31:29],instruction[27:25]}));
    assign is_scalar_crypto     = !rst ? 0 : scalar_crypto_op | scalar_crypto_op_imm ;
    assign is_scalar_crypto_hash  = !rst ? 0 : ~instruction[29];
    assign is_scalar_crypto_block = !rst ? 0 : instruction[29];
    assign scalar_crypto_sha256 =!rst ? 0 : instruction[24:22] == 3'b000;
    assign op_ssha256_sum0  = !rst ? 0 : scalar_crypto_op_imm & scalar_crypto_sha256 & instruction[21:20] == 2'b00; 
    assign op_ssha256_sum1  = !rst ? 0 : scalar_crypto_op_imm & scalar_crypto_sha256 & instruction[21:20] == 2'b01; 
    assign op_ssha256_sig0  = !rst ? 0 : scalar_crypto_op_imm & scalar_crypto_sha256 & instruction[21:20] == 2'b10; 
    assign op_ssha256_sig1  = !rst ? 0 : scalar_crypto_op_imm & scalar_crypto_sha256 & instruction[21:20] == 2'b11; 
    wire [1:0] bs;
    assign bs = !rst ? 0 : instruction[31:30];
    assign crypto_instruction = {
     bs, 1'b0 ,1'b0,1'b0,1'b0,
     op_ssha256_sig0,op_ssha256_sig1,op_ssha256_sum0,op_ssha256_sum1, 
     1'b0, 1'b0 ,1'b0,1'b0 ,1'b0,1'b0 ,
     1'b0 ,1'b0,  
     1'b0 ,1'b0
    };
endmodule
module imm_sx(insn, imm_x);
	input [31:0] insn;
	output [31:0] imm_x;
	wire [6:0] opcode = insn[6:0];
	parameter OPCODE_U_LUI 	= 7'b0110111,
     		OPCODE_U_AUIPC 	= 7'b0010111,
     		OPCODE_J_JAL 	= 7'b1101111,
     		OPCODE_I_JALR	= 7'b1100111,
     		OPCODE_B_BRANCH = 7'b1100011,
     		OPCODE_I_LOAD 	= 7'b0000011,
     		OPCODE_S_STORE 	= 7'b0100011,  
     		OPCODE_I_IMM 	= 7'b0010011;
    assign lui_o        = (opcode==OPCODE_U_LUI);
    assign auipc_o      = (opcode==OPCODE_U_AUIPC);
    assign jal_o        = (opcode==OPCODE_J_JAL);
    assign jalr_o       = (opcode==OPCODE_I_JALR);
    assign branch_o     = (opcode==OPCODE_B_BRANCH);
    assign load_o       = (opcode==OPCODE_I_LOAD);
    assign store_o      = (opcode==OPCODE_S_STORE);
    assign imm_o        = (opcode==OPCODE_I_IMM);
    assign imm_x = (lui_o|auipc_o) 		? {insn[31:12], {12{1'b0}}} :   
                   branch_o	 			? {{19{insn[31]}}, insn[31], insn[7],insn[30:25],insn[11:8], 1'b0} :
                   (jalr_o|load_o|imm_o)? {{20{insn[31]}}, insn[31:20]} :
                   jal_o 				? {{11{insn[31]}}, insn[31], insn[19:12], insn[20], insn[30:21], 1'b0} :   
                   store_o 				? {{20{insn[31]}}, insn[31:25], insn[11:7]} :
                   32'b0;
endmodule
==> flow/run.sh <==
#!/bin/bash
# OpenROAD 26Q1-2900-gdf79404cd8, Yosys 0.63+post, stock flow scripts
make -C /OpenROAD-flow-scripts/flow DESIGN_CONFIG=/design/flow/config.mk WORK_HOME=/design/flow/orfs finish
==> flow/config.mk <==
export PLATFORM = sky130hd
export DESIGN_NAME = control_unit
export DESIGN_NICKNAME = control_unit
export VERILOG_FILES = /design/flow/design.v
export SDC_FILE = /design/flow/constraint.sdc
export NUM_CORES = 4
export LEC_CHECK = 1
export CORE_AREA = 10 10 106 106
export DIE_AREA = 0 0 116 116
==> flow/constraint.sdc <==
current_design control_unit

set clk_period 3.1
set clk_io_pct 0.2

create_clock -name clk0 -period $clk_period

set non_clock_inputs [all_inputs -no_clocks]
set_input_delay [expr $clk_period * $clk_io_pct] -clock clk0 $non_clock_inputs
set_output_delay [expr $clk_period * $clk_io_pct] -clock clk0 [all_outputs]
==> run summary <==
fresh numbers from the pnr run: Max-Cap Viols 0, CP Launch Type input pin, Multi-input gate area 1230 um2, Cells after Synth 216, worst min path class input pin to output port, CP most frequent cell a21o_1, Boundary Pins 145, Peak Freq 0.331 GHz, routed wire length 7090 um, Arr. time, crit path 2.40 ns, crit-path max FO 9, antenna violations before repair 1, vias per std cell 4.14, worst hold margin 1.81 ns, peak supply drop 0.0257 mV, layout cell share with drive strength beyond 1 21.7%, cell area power density 76.0 nW/um2, vias in the first global route 2,053, average size of a mapped cell 6.81 um2, Setup violations, final 0, Pins Over Slew Limit 0, OpenROAD warning count 34, Seq/Total Area, Yosys 0%, RSZ-0062 raised after global routing false, clkbuf count 0, antenna-violating nets left 0, Inst Count DP 459, Crit path largest cell delay 0.42 ns, Final TNS setup 0 ns, largest net degree at the start of global routing 12, FFs & Latches 0, Layout area overhead 103%, Die W 116 um, buffers and inverters on the worst path 4, die height 116 um, fin util 33.7%, # rows 34, delay-heaviest family, CP buffers and inverters, Largest cells by area buf_4 24%, a21o_1 11%, nor2b_1 5.5%, post-layout period usage of the worst path 97.5%, critical path's slowest cell clkdlybuf4s50_1, yosys cell count 216, # fillers 905, fin cells 468, post-DP HPWL 6210 um, chip area line of the yosys report 1470 um2, routed vias 1,937, GP Congestion 0.899, floorplan utilization 16.6%, GRT Overall Usage 9.64%, yosys warning tally 30, core area 8850 um2, DR WL/cell 15.1 um, DRC errors left 0, first-pass detailed-route iteration total 4, worst path required time 2.48 ns, Max-area cell share 24.0%, Port Buffer Count 108, chip area 13,500 um2, Mapped Area 1470 um2, leading area contributor after synthesis buf_4, Netlist cell types 46, Final Hold Viols 0, Leak 0.00150 uW, Period minus WS final 3.02 ns, crit-path cells dlygate4sd2_1 -> buf_4 -> and3b_2 -> and3_1 -> a21o_1 -> buf_12 -> a21o_1 -> clkdlybuf4s50_1, CP endpoint kind output port, Initial DRC Count 116, outcome completed, grt ovf 0, cts hold-fix bufs 0, first-pass GRT wire length 10,600 um, Crit Path Class input pin to output port, FF/Latch Area 0 um2
where the power goes:
group | switching [uW] | internal, uW | leakage (uW)
registers | 0 | 0 | 0
clock network | 0 | 0.0000431 | 0.00000000634
logic | 91.1 | 136 | 0.00150
cell type report:
class	count	share of cell area [%]
Antenna cell	1	0.0838
Timing Repair Buffer	170	53.9
Multi-Input combinational cell	186	41.1
Inverter	3	0.377
Tap cell	108	4.53
repair_timing:
action,CTS,global route
pin swaps,7,11
setup endpoints to repair,55,44
endpoints found under the hold margin,0,0
resized,20,21
cloned,0,0
buffers inserted,3,5
cell usage after synthesis, types with 2 or more instances:
master	count
nor2_1	12
and4b_1	2
a21o_1	21
and2_1	12
xnor2_1	2
a211oi_1	2
or4_1	2
mux2i_1	7
o21a_1	3
buf_4	47
buf_2	8
nor2b_1	13
nand2_1	12
a32oi_1	2
a21oi_1	5
o211ai_1	2
inv_1	3
and3_1	2
nand4b_1	2
nor3_1	13
a22o_1	4
nor4_1	3
nand2b_1	3
a31oi_1	3
clkbuf_1	5
nand3_1	5
o21ai_0	2
layout by cell type (no fill, tap or decap), drive strengths merged, types with 3 or more instances in the layout:
| cell type | Yosys | layout |
|---|---|---|
| conb | 1 | 36 |
| dlymetal6s2s | 0 | 11 |
| dlygate4sd2 | 0 | 9 |
| mux2i | 7 | 7 |
| clkdlybuf4s50 | 0 | 86 |
| nand2 | 12 | 12 |
| buf | 57 | 62 |
| nor2 | 12 | 12 |
| a21o | 21 | 21 |
| o21a | 3 | 3 |
| and2 | 12 | 12 |
| nor3 | 13 | 13 |
| a21oi | 5 | 5 |
| nor4 | 5 | 5 |
| a31oi | 3 | 3 |
| nand3 | 5 | 5 |
| nand2b | 3 | 3 |
| inv | 3 | 3 |
| a22o | 4 | 4 |
| nor2b | 13 | 13 |
metrics by stage:
step / setup WS [ns] / instance area [um2] / power [uW]
2_1_floorplan: 0.737 / 1600 / 105
3_3_place_gp: -0.200 / 2830 / 224
3_5_place_dp: -0.247 / 2830 / 225
4_1_cts: -0.108 / 2900 / 229
5_1_grt: 0.0116 / 2990 / 249
6_report: 0.0784 / 2990 / 227
kinds of logic (layout without fill, tap and decap cells):
logic type,after synthesis,after routing,share of synthesized area (%)
xor+xnor,2,2,1.19
compound gates,51,51,26.8
other cells,1,37,0.255
buf+inv,65,173,29.8
mux,7,7,4.77
simple gates,90,90,37.2
layer usage:
layer	global-route usage (%)	up-vias	part of all wire (%)
met4	0.917	0	0.72
met5	0	-	0
met3	2.98	4	9.8
met1	11.6	867	41
met2	17.0	87	48
li1	-	979	-
path summary, 6_finish.rpt:
check	start	end	slack, ns	cells past startpoint
max	instruction[0]	imm_val[13]	0.08	8
min	rst	rd[1]	1.81	4
Power is estimated from default activity; no workload was simulated.
